==> design.v <==
module par_addsub(a,b,cin,sum,cout);
  input [7:0] a;
  input [7:0] b;
  input cin;
  output reg [7:0] sum;
  output reg cout;
  reg [8:0] c;
  integer i;
  always @ (a or b or cin)   begin
   c[0]=cin;
   if (cin == 0) begin
    for ( i=0; i<8 ; i=i+1)
    begin
     sum[i]= a[i]^b[i]^c[i];
     c[i+1]= (a[i]&b[i])|(a[i]&c[i])|(b[i]&c[i]);
    end
    end
    else if (cin == 1) begin
    for ( i=0; i<8 ; i=i+1)
    begin
    sum[i]= a[i]^(~ b[i])^c[i];
    c[i+1]= (a[i]&(~b[i]))|(a[i]&c[i])|((~b[i])&c[i]);
    end
    end
   cout=c[8];
  end
endmodule
==> run.sh <==
#!/bin/bash
# OpenROAD 26Q1-2900-gdf79404cd8, Yosys 0.63+post, stock flow scripts
make -C /OpenROAD-flow-scripts/flow DESIGN_CONFIG=/design/flow/config.mk WORK_HOME=/design/flow/orfs finish
==> config.mk <==
export PLATFORM = sky130hd
export DESIGN_NAME = par_addsub
export DESIGN_NICKNAME = par_addsub
export VERILOG_FILES = /design/flow/design.v
export SDC_FILE = /design/flow/constraint.sdc
export NUM_CORES = 4
export LEC_CHECK = 1
export CORE_AREA = 10 10 78 78
export DIE_AREA = 0 0 88 88
==> constraint.sdc <==
current_design par_addsub

set clk_period 2.9
set clk_io_pct 0.2

create_clock -name clk0 -period $clk_period

set non_clock_inputs [all_inputs -no_clocks]
set_input_delay [expr $clk_period * $clk_io_pct] -clock clk0 $non_clock_inputs
set_output_delay [expr $clk_period * $clk_io_pct] -clock clk0 [all_outputs]
==> run notes <==
This note records the results obtained with Yosys and OpenROAD.

Floorplanning
The horizontal die size is 88 um. The chip occupies 7740 um2. The number of top-level design ports is 26. The die span in y is 88 um. Per the OpenROAD floorplan log, the area of the core is 4410 um2. The site row count is 24. The floorplan utilization is 11.2%.

Detailed routing
The initial DRC count is 4. The total antenna diodes in the routed design is 0. In the routed layout, each cell is associated on average with a via count of 3.14. The average routed wire per standard cell is 9.45 um. The number of iterations in the first detailed-routing pass is 2. The remaining routing DRC violations is 0. The number of routed nets with antenna violations is 0. The routed layout has 396 vias.

The routed wire length is 1.19 mm.

Pwr
The power report shows net switching accounting for 42.1% of the total. Looking at the power breakdown, combinational cells take 100.0% of the total. The internal power of the cells totals 0.0873 mW. The power report attributes to the clock group a share of 0%. The power share of the sequential group is 0%. The script extracted a net switching power of 0.0636 mW. The leakage power total is 0.358 nW.

The peak supply drop is 85.1 uV. For this design the ratio of total power to cell area is 182 nW/um2.

Final timing
Timing would allow up to 226 MHz. The aggregate negative setup slack is -5.91 ns. Setup repair after global routing could not meet its margin everywhere.

Dividing the final minimum period by the clock period gives 153%. Subtracting the final worst setup slack from the clock period gives 4.42 ns. Measured against its own limit, the worst slew margin works out to 86.5%. Across all hold checks on the routed design, the worst slack comes to 1.66 ns.

The slack of the critical path is -1.52 ns. The last timing report of the flow puts the setup violation total at 6. The final number of hold-violating endpoints is 0.

The final-report max-slew violation count is 0. The slew at the pin with the worst max-slew slack is 0.203 ns.

Synthesis
The share of the synthesized area in the top cell type is 64.8%. The synthesized instance count is 46. The cell type that accounts for the most area after synthesis is sky130_fd_sc_hd__fa_1. Each instance of the synthesized netlist takes up on average 10.7 um2.

Warnings reported by Yosys during synthesis add up to 1. The sequential-to-total area share from yosys stat is 0%. The netlist uses 9 different library cells. The post-synth area from yosys stat is 494 um2.

In the post-synthesis netlist, the biggest area contributors are sky130_fd_sc_hd__fa_1 65%, sky130_fd_sc_hd__inv_1 12%, sky130_fd_sc_hd__mux2i_1 8.1%. The synthesized cell area is 494 um2. The cell count listed in synth_stat.txt is 46.

GRT
The first global-routing pass estimated 1.82 mm of wire. The number of global-route vias before repair is 445. Entering global routing, the biggest net connects 14 pins. The number of antenna violations at the first check in global routing is 0.

The global-route total usage across every layer is 2.91%. For this run the aggregate overflow at the end of global routing stands at 0.

Flow run
The number of OpenROAD warnings is 36. The number of maximum-capacitance violations is 0.

Critical path
The timing report shows that the slowest cell on the worst path is sky130_fd_sc_hd__fa_1. The top fanout value on the critical path is 2. Together, buffers and inverters on the worst path number 3. The cell that appears most often on the critical path is sky130_fd_sc_hd__fa_2. At the worst endpoint, the arrival time is 3.84 ns. STA classifies the critical path startpoint as an input port. The data required time at the worst endpoint is 2.32 ns. The cell sequence reported for the critical path is buf_8 > fa_2 > fa_2 > fa_2 > fa_2 > fa_2 > fa_2 > fa_2 > inv_2 > fa_1 > mux2i_1 > buf_2. The element type at the critical path end is a primary output. The worst setup path category is in -> out. The cell family contributing the most delay on the critical path is adder cells.

The largest single stage delay on the critical path is 0.39 ns.

Final layout
The fraction of final layout cells sized beyond drive strength 1 is 44.6%. The sequential cells in the finished layout cover a total of 0 um2. The utilization of the core after routing is 18.8%. Leaving out fill and tap cells, the most frequent cells in the layout are 14 x sky130_fd_sc_hd__inv_1, 14 x sky130_fd_sc_hd__clkdlybuf4s50_1, 13 x sky130_fd_sc_hd__fa_2. The layout overhead on the synthesized area is 68.1%.

The number of clock buffers in the layout is 0. The sequential cell count is 0.

Worst hold path
The class of the most critical hold timing path is in -> out.

Status
The run finished, with violations left. The checks that failed: setup timing.

Placement
The total of buffers placed on input and output ports is 26. In the placement report, post-DP HPWL is listed as 1.14 mm. The placer's final routability congestion estimate is 0.768.

Clock network
The cts-stage hold buffer count is 0.
-- final timing paths --
path / from / depth (start not counted) / to
worst max-delay path: a[0] / 12 / sum[7]
worst min-delay path: cin / 4 / sum[6]
-- final cells by class --
cell class                      count  area (um2)
Tap cell                           52        65.1
Multi-Input combinational cell     29         455
Fill cell                         465        3580
Timing Repair Buffer               29         250
Inverter                           16        60.1
-- routing by layer --
| layer | routed length (um) | track usage [%] |
|---|---|---|
| met2 | 324 | 3.31 |
| met5 | 0 | 0 |
| met3 | 302 | 2.71 |
| met1 | 564 | 4.09 |
| met4 | 0 | 0 |
-- cell families (layout without fill, tap and decap cells) --
kind of cell / count (synthesis) / in the layout / synth area share (%)
mux: 4 / 4 / 8.10
simple gates: 4 / 4 / 4.56
buf+inv: 17 / 45 / 14.4
fa+ha+maj: 16 / 16 / 64.8
compound gates: 4 / 4 / 6.33
xor+xnor: 1 / 1 / 1.77
-- synthesized netlist by cell type --
cell type	instances
sky130_fd_sc_hd__a21oi_2	3
sky130_fd_sc_hd__buf_6	1
sky130_fd_sc_hd__fa_1	16
sky130_fd_sc_hd__inv_1	16
sky130_fd_sc_hd__mux2i_1	4
sky130_fd_sc_hd__nand2_1	1
sky130_fd_sc_hd__nor2_2	3
sky130_fd_sc_hd__o21ai_0	1
sky130_fd_sc_hd__xor2_1	1
-- through the flow --
| stage | std cells | total power [mW] | setup slack (ns) | cell area (um2) |
|---|---|---|---|---|
| after floorplan | 46 | 0.0720 | -1.21 | 522 |
| after global placement | 125 | 0.168 | -2.32 | 851 |
| after detailed placement | 125 | 0.171 | -2.34 | 851 |
| after CTS | 125 | 0.154 | -1.59 | 821 |
| after global routing | 126 | 0.172 | -1.67 | 831 |
| final | 126 | 0.151 | -1.52 | 831 |
-- what timing repair did --
item	CTS	global route
setup buffers	0	1
setup endpoints to repair	8	7
gates resized	42	1
gates cloned	0	0
pin swaps	2	2
-- power groups by stage --
stage	clock network (mW)	registers [mW]	logic, mW
4_1_cts	0	0	0.154
5_1_grt	0	0	0.172
6_report	0	0	0.151
Power is estimated from default activity; no workload was simulated.
